**flow/design.v**
```verilog
module vending_mealy(
    input  wire clk,
    input  wire rst,       
    input  wire [1:0] coin,  
    output reg  dispense,  
    output reg  chg5       
);
    parameter idle=2'b00, five=2'b01, ten=2'b10, fifteen=2'b11;
    reg [1:0] state_present, state_next;
    always @(posedge clk) begin
        if (rst)
            state_present <= idle;
        else
            state_present <= state_next;
        dispense <= 0;  
        chg5 <= 0;      
        if(state_present==ten && coin==2'b10)begin
            dispense <= 1;  
        end else if(state_present==fifteen && coin==2'b01) begin
            dispense <= 1;  
        end else if(state_present==fifteen && coin==2'b10) begin
            dispense <= 1;  
            chg5 <= 1;      
        end
    end
    always @(*) begin
        state_next = state_present;
        case (state_present)
            idle: begin
                if (coin == 2'b01) state_next = five;
                else if (coin == 2'b10) state_next = ten;
            end
            five: begin
                if (coin == 2'b01) state_next = ten;
                else if (coin == 2'b10) state_next = fifteen;
            end
            ten: begin
                if (coin == 2'b01) state_next = fifteen;
                else if (coin == 2'b10) begin
                    state_next = idle;
                end
            end
            fifteen: begin
                if (coin == 2'b01) begin
                    state_next = idle;
                end
                else if (coin == 2'b10) begin
                    state_next = idle;
                end
            end
        endcase
    end
endmodule
```
**flow/run.sh**
```bash
#!/bin/bash
# OpenROAD 26Q1-2900-gdf79404cd8, Yosys 0.63+post, stock flow scripts
make -C /OpenROAD-flow-scripts/flow DESIGN_CONFIG=/design/flow/config.mk WORK_HOME=/design/flow/orfs finish
```
**flow/config.mk**
```make
export PLATFORM = sky130hd
export DESIGN_NAME = vending_mealy
export DESIGN_NICKNAME = vending_mealy
export VERILOG_FILES = /design/flow/design.v
export SDC_FILE = /design/flow/constraint.sdc
export NUM_CORES = 4
export LEC_CHECK = 1
export CORE_AREA = 10 10 70 70
export DIE_AREA = 0 0 80 80
```
**flow/constraint.sdc**
```tcl
current_design vending_mealy

set clk_period 1.6
set clk_io_pct 0.2

create_clock -name clk0 -period $clk_period [get_ports {clk}]

set non_clock_inputs [all_inputs -no_clocks]
set_input_delay [expr $clk_period * $clk_io_pct] -clock clk0 $non_clock_inputs
set_output_delay [expr $clk_period * $clk_io_pct] -clock clk0 [all_outputs]
```
==> results.cfg <==
; physical design summary
[setup_path]
criticalPathCategory = input pin to register
path_depth = 5
cp_top_family = buffers and inverters
cp-start-kind = input pin
cp_data_required_time_ns = 1.72
crit_path_end_kind = register
crit_chain = clkdlybuf4s50_1, buf_4, or2b_1, a21oi_1, o21bai_1
crit_fanout = 6
reg2reg_slack_ns = 0.55
cpPeakStageDelay_ns = 0.56
r2r_cells = 3
crit_arrival_ns = 1.48
path_buffers = 2
cpMaxStageDelayCell = clkdlybuf4s50_1

[synth]
xor_area_frac = 0.0311
yosys.area_share.simple = 0.231
ys_sh_adder = 0
yosysSeqAreaShare = 0.427
yosysWarnings = 1
area_leaders = dfxtp_1, a211oi_1, buf_6
yosys_area_um2 = 282
aoi_share = 0.182
avgSynthCellArea_um2 = 9.38
top_area_frac = 0.427
synth_flops = 6
yosys_cells = 30
ys_types = 16
syn_area_um2 = 282
ys_sh_mux = 0.0356
top_logic_kind = simple AND/OR/NAND/NOR gates
yosysTopAreaCell = dfxtp_1
syn_inst = 30

[route]
wl_per_cell_um = 7.04
diodes = 0
vias = 229
drc = 0
dr.first_iter.drc_count = 5
wl_um = 591
viasPerCell = 2.73
dr.pass1.iters = 4
postRouteAntennaNets = 0

[power_and_ir_drop]
total_power_mw = 0.348
powerDensity_nw_per_um2 = 861
ir_worst_vdd_uv = 142
power.leakage_nw = 0.133

[floorplan]
fp_util = 0.0824
pin_count = 6
dieArea_um2 = 6400
die_w_um = 80
die_y_um = 80
coreArea_um2 = 3420
fp-row-count = 21

[final_layout]
post-route-util = 0.118
syn2layout_area_growth_pct = 43.6
final_cell_count_no_fill = 84
drive_gt1_frac = 0.132
layout.cells.most_common = dfxtp_1
final_area_um2 = 404
lay_top_cells = dfxtp_1, clkdlybuf4s50_1, nor2b_1, a211oi_1, clkbuf_4

[hold_path]
whs_path_depth = 2
holdCritPathClass = register to register

[clock_network]
cts_tree = done
htree_levels = 1
clk_latency_ns = 0.24
clock_tree.root_cell = clkbuf_4
ctsResizeCount = 0
clk_pin_slew_ns = 0.04
post-cts-setup-buffer-count = 0
clock_sinks = 6
cts_buffer_depth = 2
cts_buffers = 3
cts_hold_buf = 0

[final_timing]
tightest_slew_ns = 0.213
post-route-period-util = 0.847
fin_ws_ns = 0.244
slew_headroom = 0.857
fmax_ghz = 0.738
finalHoldViolCount = 0
setup_viol = 0
holdWs_ns = 0.467
maxSlewViolCount = 0
tns_ns = 0
final.setup_skew_ns = 0.00222
rsz0062_at_grt = no
finalCriticalPeriod_ns = 1.36

[grt]
grt_pass1_vias = 214
gr-total-overflow = 0
grt_max_degree = 10
grt_use_total = 0.0190
antenna_found_initial = 0
grt_pass1_wl_um = 938

[placement]
gp_congestion = 0.698
placed_cells = 81
portBuffers = 5
dp_hpwl_um = 472
place_area_um2 = 382
post-place-ws_ns = -0.00818

[status]
status = finished clean

[flow_run]
max_cap_violations = 0
warnings = 25
tightest hold or removal path, delay by kind of cell (launching register included):
family | cells | cell delay [ns]
buffers and inverters | 1 | 0.06
AND/OR/NAND/NOR | 1 | 0.04
flip-flops | 1 | 0.31
registers in the layout, summed over array words and instances, names as in the netlist:
name           flops
state_present      4
chg5               1
dispense           1
cells in the mapped netlist:
master    count
nand3b_1      2
nor2b_1       3
inv_1         1
a31oi_1       1
xnor2_1       1
buf_6         2
or2b_1        1
a21oi_1       2
nand2_1       2
or3b_1        1
o21ai_0       1
nor2_1        2
mux2i_1       1
o21bai_1      1
dfxtp_1       6
a211oi_1      3
path summary, 6_finish.rpt:
path                            start                        to
max                           coin[0]  state_present[0]$_DFF_P_
min          state_present[3]$_DFF_P_           chg5$_SDFF_PP0_
max reg2reg  state_present[1]$_DFF_P_  state_present[0]$_DFF_P_
min reg2reg  state_present[3]$_DFF_P_           chg5$_SDFF_PP0_
layout make-up:
type	count	area, µm²
Clock buffer	3	22.5
Fill cell	397	3010
Inverter	1	3.75
Multi-Input combinational cell	21	135
Sequential cell	6	120
Tap cell	46	57.6
Timing Repair Buffer	7	65.1
per-layer routing:
| metal | up-vias | global-route usage | wire length (µm) |
|---|---|---|---|
| li1 | 123 | - | - |
| met1 | 99 | 0.0261 | 335 |
| met2 | 7 | 0.0209 | 187 |
| met3 | 0 | 0.0193 | 68 |
| met4 | 0 | 0 | 0 |
| met5 | - | 0 | 0 |
cells by family (layout without fill, tap and decap cells):
group | Yosys count | count (layout)
flops | 6 | 6
mux | 1 | 1
buf+inv | 3 | 11
simple gates | 11 | 11
compound gates | 8 | 8
xor+xnor | 1 | 1
where the power goes:
part | total (mW) | internal [mW] | switching (mW)
sequential | 0.166 | 0.159 | 0.00683
clock | 0.135 | 0.0846 | 0.0502
combinational | 0.0470 | 0.0274 | 0.0196
total | 0.348 | 0.271 | 0.0766
Power is estimated from default activity; no workload was simulated.
